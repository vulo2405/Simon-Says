==> /design/flow/design.v <==
module freerun (input logic clk, rst, en,
                input logic [7:0] max,
                output logic [7:0] out);
  logic [7:0] next_out;
  always_ff @ (posedge clk, posedge rst) begin
    if (rst) begin
      out <= 0;
    end
    else if (!rst & en) begin
      if (out == max) begin
        out <= 0;
      end
      else begin
        out <= next_out;
      end
    end
    else if (!en) begin
      out <= out;
    end
  end
  always_comb begin
    next_out = out + 1;
  end
endmodule
==> /design/flow/run.sh <==
#!/bin/bash
# OpenROAD 26Q1-2900-gdf79404cd8, Yosys 0.63+post, stock flow scripts
make -C /OpenROAD-flow-scripts/flow DESIGN_CONFIG=/design/flow/config.mk WORK_HOME=/design/flow/orfs finish
==> /design/flow/config.mk <==
export PLATFORM = sky130hd
export DESIGN_NAME = freerun
export DESIGN_NICKNAME = freerun
export VERILOG_FILES = /design/flow/design.v
export SDC_FILE = /design/flow/constraint.sdc
export NUM_CORES = 4
export LEC_CHECK = 1
export CORE_AREA = 10 10 79 79
export DIE_AREA = 0 0 89 89
==> /design/flow/constraint.sdc <==
current_design freerun

set clk_period 3.7
set clk_io_pct 0.2

create_clock -name clk0 -period $clk_period [get_ports {clk}]

set non_clock_inputs [all_inputs -no_clocks]
set_input_delay [expr $clk_period * $clk_io_pct] -clock clk0 $non_clock_inputs
set_output_delay [expr $clk_period * $clk_io_pct] -clock clk0 [all_outputs]
==> results.txt <==
outcome: complete, no violations
crit path kind: flop to output port
clk ins delay skew pair: 230 ps
CTS tree: yes
Cell Type Count: 25
f_max: 0.5034 GHz
Die H: 89 µm
Largest stage delay, worst path: 540 ps
Largest register FFs: 8
Avg Cell Area, Syn: 9.479 µm²
largest net degree at the start of global routing: 12
share of synthesized area occupied by flip-flops and latches: 35.79%
final worst path period need: 1987 ps
chip footprint: 7921 µm²
RSZ-0062 raised after global routing: false
clk sinks: 8
part of the power in registers: 39.7%
vias: 497
Max FO, Critical Path: 7
First-pass DRT Iterations: 3
Fin Setup TNS: 0 ps
switching fraction of total power: 30.35%
initial antenna violation count: 0
Rel. slew slack: 78.76%
number of global-route vias before repair: 516
Port Buffer Count: 18
max-slew violations: 0
cts bufs inserted: 3
actual slew at the worst max-slew pin: 318.3 ps
GP Congestion: 0.7660
DP Wirelength: 1197 µm
CP max-delay cell: clkdlybuf4s50_1
Cells after Synth: 59
area added between synthesis and finish: 47.87%
Flops after synth: 8
FP Util: 12.00%
hold_buf cts: 0
placed cell area: 785.8 µm²
Core Rows: 25
core area: 4661 µm²
post-DR wirelength/cell: 11.44 µm
setup slack after layout: 1713 ps
final WL: 1498 µm
YS warnings: 1
Residual DRC: 0
Fillers: 506
Stages on worst setup path: 1
Logic pwr share: 30.8%
first-pass GRT wire length: 2470 µm
diode count: 0
CTS Buffer Depth: 2
synthesized area: 559.3 µm²
yosys cell count: 59
Max-Cap Viols: 0
Top reg by flops: out
DP Worst Slack: 1659 ps
1st-iter DRT viols: 10
Post-DRT Antenna Nets: 0
crit share post-route: 53.69%
total grt overflow: 0
Top Registers: out x8
crit path DRT: 2960 ps
post-route cell area: 827.0 µm²
P_int: 0.2426 mW
Buf/Inv on CP: 1
clk slew on worst S/H paths: 40 ps
yosys stat chip area: 559.3 µm²
IO Count: 19
Die Wd: 89 µm
P_leak: 0.3157 nW
sw power: 0.1057 mW
hold depth: 2
clock share of power: 29.5%
Via density: 3.794
P per Cell Area: 421.2 nW/µm²
worst reg2reg path depth: 5
final hold viol count: 0
H-tree levels: 1
layout cells sized above 1: 11.69%
CP Launch Type: flop
cells along the critical path: clkdlybuf4s50_1
Hold Crit Class: flop to flop
VDD IR max: 0.08166 mV
post_cts resized: 0
CP Capture Type: output port
R2R Setup Slk: 2280 ps
Worst Clk Skew: 1.228 ps
arrival time of the worst setup path: 1250 ps
root buf cell: clkbuf_8
all-layer global routing usage: 3.882%
post-CTS setup buffers: 0
delay-heaviest family, CP: buffers and inverters
tool warnings: 25
Setup Viol. Count Final: 0
==> cell type report <==
cell class	count	area, µm²	share of cell area [%]
clock buffers	3	41.29	4.992
inverters	1	3.754	0.4539
multi-input cells	47	334.1	40.39
flip-flops and latches	8	200.2	24.21
well taps	54	67.56	8.169
repair buffers	18	180.2	21.79
==> worst register-to-register path: stages, from the launching register on <==
cell	delay [ps]
dfrtp_1	460
ha_1	260
and3_1	220
a41o_1	240
o21ai_0	60
a21oi_1	60
==> placed cells by master, fill, tap and decap left out, drive strengths merged <==
cell type / netlist / layout
clkdlybuf4s50: 0 / 18
xnor2: 10 / 10
dfrtp: 8 / 8
nand2: 7 / 7
a21oi: 6 / 6
o21ai: 4 / 4
nand3: 4 / 4
nand4: 3 / 3
clkbuf: 1 / 3
nor3: 2 / 2
nand2b: 2 / 2
and2b: 1 / 1
nor2: 1 / 1
nor4: 1 / 1
and3: 1 / 1
a41o: 1 / 1
a21o: 1 / 1
inv: 1 / 1
or2b: 1 / 1
o211ai: 1 / 1
ha: 1 / 1
==> metrics by stage <==
stage	hold WS [ps]	power [mW]	utilization (%)	instances
2_1_floorplan	526.6	0.1879	-	59
3_3_place_gp	602.3	0.2488	16.86	128
3_5_place_dp	603.1	0.2504	16.86	128
4_1_cts	613.2	0.3553	17.75	131
5_1_grt	641.6	0.3774	17.75	131
6_report	608.1	0.3483	17.75	131
==> cell usage after synthesis, drive strengths merged <==
master	count	area share [%]
nor3	2	1.8
xnor2	10	16
a21oi	6	6.0
nand2b	2	3.6
nand2	7	4.7
nand3	4	4.5
and2b	1	1.6
inv	1	0.67
a41o	1	1.8
ha	1	2.2
buf	2	2.9
or2b	1	1.3
o21ai	4	3.6
nor2	1	2.0
o211ai	1	1.3
nand4	3	3.4
nor4	1	3.8
clkbuf	1	0.89
dfrtp	8	36
a21o	1	1.3
and3	1	1.1
==> worst paths after layout <==
| check | startpoint | to |
|---|---|---|
| max reg2reg | out[0]$_DFFE_PP0P_ | out[6]$_DFFE_PP0P_ |
| min reg2reg | out[7]$_DFFE_PP0P_ | out[7]$_DFFE_PP0P_ |
| min | out[7]$_DFFE_PP0P_ | out[7]$_DFFE_PP0P_ |
| max in group asynchronous | rst | out[5]$_DFFE_PP0P_ |
| max | out[3]$_DFFE_PP0P_ | out[3] |
| min in group asynchronous | rst | out[0]$_DFFE_PP0P_ |
==> per-layer routing <==
| layer | track usage [%] | wire, µm | up-vias |
|---|---|---|---|
| met2 | 6.516 | 694 | 15 |
| met1 | 4.778 | 619 | 233 |
| li1 | - | - | 244 |
| met3 | 0.9183 | 121 | 5 |
| met5 | 0 | 0 | - |
| met4 | 1.301 | 61 | 0 |
==> power groups by stage <==
stage	sequential, mW	clock, mW	combinational [mW]
after CTS	0.140	0.104	0.111
after global routing	0.145	0.111	0.121
final	0.138	0.103	0.107
==> cell families after synthesis <==
| kind of cell | synth area share (%) |
|---|---|
| adder cells (fa/ha/maj) | 2.237 |
| flip-flops | 35.79 |
| XOR/XNOR | 15.66 |
| AND-OR/OR-AND | 14.09 |
| AND/OR/NAND/NOR | 27.74 |
| buffers and inverters | 4.472 |
No activity file was given, so power comes from the tool's default toggle rates.
