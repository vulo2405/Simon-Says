### design/flow/run.sh
#!/bin/bash
# OpenROAD 26Q1-2900-gdf79404cd8, Yosys 0.63+post, stock flow scripts
make -C /OpenROAD-flow-scripts/flow DESIGN_CONFIG=/design/flow/config.mk WORK_HOME=/design/flow/orfs finish
### design/flow/design.v
module controller ( input clk, rst,
                          simon_says, sk_strobe,
                          round_passed, sd_is_empty,
                    output sd_srst, fr_en, mem_en,
                           is_wrong, is_correct,
                    output [3:0]score,
                    output [2:0]state);
  typedef enum logic [2:0] {
    READY = 0,
    PLAY = 1,
    FAIL = 2,
    PASS = 3,
    WIN = 4
  } dcl_fsm_t;
  dcl_fsm_t fsm;
  logic sd_sync, fr_enable, mem_enable, wrongs, corrects;
  logic [3:0]result;
  assign state = fsm;
  assign sd_srst = sd_sync;
  assign fr_en = fr_enable;
  assign mem_en = mem_enable;
  assign is_wrong = wrongs;
  assign is_correct = corrects;
  assign score = result;
  always_ff @ (posedge clk, posedge rst) begin
    if (rst) begin
      fsm <= READY;
      sd_sync <= 1;
      fr_enable <= 1;
      mem_enable <= 1;
      wrongs <= 0;
      corrects <= 0;
      result <= 0;
    end
    else begin
      case (fsm)
        READY:  begin
                  fr_enable <= 1;
                  mem_enable <= 1;
                  sd_sync <= 0;
                  if (sd_is_empty) begin
                    fsm <= PLAY;
                    sd_sync <= 1;
                    fr_enable <= 0;
                    mem_enable <= 0;
                    corrects <= 0;
                  end
                end
        PLAY:   begin
                  fr_enable <= 0;
                  if (~sd_is_empty) begin
                    sd_sync <= 0;
                  end
                  if (sd_is_empty & (sd_sync == 0)) begin
                    sd_sync <= 1;
                    if (~simon_says | round_passed)
                      fsm <= PASS;
                    else
                      fsm <= FAIL;
                  end
                  else if (sk_strobe) begin
                    if (~simon_says) begin
                      fsm <= FAIL;
                    end
                    fr_enable <= 1;
                  end
                end
        FAIL:   wrongs <= 1'b1;
        PASS:   begin
                  corrects <= 1'b1;
                  if (result == 9) begin
                    fsm <= WIN;
                  end
                  else begin
                    sd_sync <= 1;
                    if (~sd_is_empty) begin
                      sd_sync <= 0;
                      result <= result + 1;
                      fsm <= READY;
                    end
                  end
                end
        WIN:    corrects <= 1'b1;
        default: fsm <= fsm;
      endcase
    end
  end
endmodule
### design/flow/constraint.sdc
current_design controller

set clk_period 2.7
set clk_io_pct 0.2

create_clock -name clk0 -period $clk_period [get_ports {clk}]

set non_clock_inputs [all_inputs -no_clocks]
set_input_delay [expr $clk_period * $clk_io_pct] -clock clk0 $non_clock_inputs
set_output_delay [expr $clk_period * $clk_io_pct] -clock clk0 [all_outputs]
### design/flow/config.mk
export PLATFORM = sky130hd
export DESIGN_NAME = controller
export DESIGN_NICKNAME = controller
export VERILOG_FILES = /design/flow/design.v
export SDC_FILE = /design/flow/constraint.sdc
export NUM_CORES = 4
export LEC_CHECK = 1
export CORE_AREA = 10 10 78 78
export DIE_AREA = 0 0 88 88
==> metrics.yaml <==
ys_seq_frac: 0.491
grt_use_met2: 0.0476
status: "finished, final reports clean"
rr_endpoint: "fsm[1]"
met3_usage: 0.0178
vias: 459
grt_max_degree: 14
cp.depth: 1
clockBufferDepth: 2
hold_class: "flop to flop"
reg2reg_depth: 5
wl_mm: 1.41
port_buffers: 17
final_common_cell: "clkdlybuf4s50_1"
critical_path.cell_chain: "clkdlybuf4s50_1"
rsz0062_at_grt: "no"
cp_slowest_stage_delay_ns: 0.55
coreArea_um2: 4410
h-tree-depth: 1
die_h_um: 88
netlist_area_um2: 619
dieArea_um2: 7740
grt_antenna_before_repair: 0
power.leakage_nw: 0.389
area_growth_pct: 45.3
finish.utilization: 0.204
routedWlPerCell_um: 11.1
crit_buf_inv: 1
ir_worst_vdd_mv: 0.427
arrival_ns: 1.33
fillCellCount: 464
ys_chip_area_um2: 619
drtIter0Drc: 16
openroad.warnings: 26
holdBufCountCts: 0
hold_slack_ns: 0.481
ioPinCount: 18
power_density_nw_per_um2: 437
synth_cell_types: 28
dp_slack_ns: 0.815
drcViolationCount: 0
avgSynthCellArea_um2: 11.1
cts-root-buf: "clkbuf_8"
gr-total-overflow: 0
logic_area_um2: 283
clk_latency_ns: 0.24
lay_top_cells: "clkdlybuf4s50_1, dfrtp_1, inv_1"
numCtsBuffers: 3
finalCriticalPeriod_ns: 1.87
drv_cap: 0
drive_gt1_frac: 0.173
regArea_um2: 304
endpoint_kind: "primary output"
critPathRequiredTime_ns: 2.16
cp-startpoint: "fsm[1]"
dp_hpwl_mm: 1.15
top_usage_layer: "met1"
initCoreUtil: 0.140
timing.fmax_mhz: 534
tightest_slew_ns: 0.447
r2r-start: "result[1]"
critical_path_class: "flop to primary output"
finalPower_mw: 0.393
std_cell_rows: 24
maxSlewHeadroom: 0.702
postCtsSetupBuffers: 0
clock_skew_ns: 0.00286
die_w_um: 88
cts_tree: "done"
synth_stat.cells: 56
crit_family: "flip-flops"
synth_cells: 56
cts.sinks: 12
timing.final.max_slew_violations: 0
finalSetupViolations: 0
firstDrtPassIters: 3
gp_congestion: 0.771
cp-start-kind: "flop"
vias_per_cell: 3.61
critPathSlowestCell: "dfrtp_1"
grt_usage: 0.0382
fin_crit_sh: 0.694
ys.flops: 12
fin_tns_setup_ns: 0
ys_warn_count: 1
worstPathMaxFanout: 13
worst_slack_ns: 0.828
r2r_setup_slack_ns: 1.09
antennaDiodeCount: 0
cts_resized: 0
hold_viol_final: 0
grt_pass1_vias: 453
ant_nets: 0
worstSetupEndpoint: "state[1]"
grt_pass1_wl_mm: 2.37
clk_pin_slew_ns: 0.05
use_met1: 0.0602
-- logic make-up (layout without fill, tap and decap cells) --
group	after synthesis	count (layout)	share of synthesized area
compound gates	13	13	0.149
xor+xnor	3	3	0.0424
fa+ha+maj	2	2	0.0404
buf+inv	8	27	0.0525
flops	12	12	0.491
mux	4	4	0.0707
simple gates	14	14	0.154
-- state kept, by name, summed over array words and instances, names as in the netlist --
name and count:
fsm 3, wrongs 1, corrects 1, sd_sync 1
mem_enable 1, result 4, fr_enable 1
-- routing by layer --
layer  vias up  share of wire
li1        240              -
met3         2          0.060
met1       202           0.57
met4         0         0.0035
met2        15           0.37
met5         -              0
-- power breakdown --
group / total, mW / internal, mW / switching (mW)
logic: 0.0180 / 0.0100 / 0.00794
registers: 0.182 / 0.182 / 0.000656
clock network: 0.193 / 0.129 / 0.0643
total: 0.393 / 0.320 / 0.0729
-- cell usage after synthesis (all sizes together) --
| cell type | instances | area [um2] |
|---|---|---|
| a211o | 1 | 8.76 |
| a21oi | 3 | 15.0 |
| a2bb2oi | 1 | 8.76 |
| a311oi | 1 | 15.0 |
| a31o | 1 | 8.76 |
| a31oi | 2 | 12.5 |
| and4bb | 1 | 12.5 |
| buf | 2 | 10.0 |
| dfrtp | 9 | 225 |
| dfstp | 3 | 78.8 |
| ha | 2 | 25.0 |
| inv | 6 | 22.5 |
| mux2 | 3 | 33.8 |
| mux2i | 1 | 10.0 |
| nand2 | 3 | 11.3 |
| nand2b | 2 | 12.5 |
| nand3 | 1 | 5.00 |
| nand3b | 1 | 20.0 |
| nand4 | 1 | 6.26 |
| nand4b | 1 | 8.76 |
| nor2 | 2 | 7.51 |
| nor2b | 1 | 6.26 |
| nor3 | 1 | 5.00 |
| o21ai | 3 | 15.0 |
| o311ai | 1 | 8.76 |
| xnor2 | 3 | 26.3 |
-- area by class of cell --
class	count	share of cell area
sequential	12	0.338
multi-input combinational	36	0.314
timing repair buffer	17	0.189
tap	52	0.0723
clock buffer	4	0.0612
inverter	6	0.0250
-- through the flow --
| stage | std cells | area (um2) |
|---|---|---|
| finish | 127 | 900 |
| global route | 127 | 900 |
| CTS | 127 | 900 |
| detailed placement | 123 | 845 |
| global placement | 123 | 845 |
| floorplan | 56 | 619 |
-- how the worst min path moves through the flow --
stage / start / end / cells past startpoint
5_1_grt: wrongs / wrongs / 1
6_report: wrongs / wrongs / 1
4_1_cts: wrongs / wrongs / 1
Power figures rest on the tool's default switching activity, not on a simulated workload.
