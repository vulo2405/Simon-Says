[design/flow/run.sh]
#!/bin/bash
# OpenROAD 26Q1-2900-gdf79404cd8, Yosys 0.63+post, stock flow scripts
make -C /OpenROAD-flow-scripts/flow DESIGN_CONFIG=/design/flow/config.mk WORK_HOME=/design/flow/orfs finish
[design/flow/config.mk]
export PLATFORM = sky130hd
export DESIGN_NAME = ssdec_ext
export DESIGN_NICKNAME = ssdec_ext
export VERILOG_FILES = /design/flow/design.v
export SDC_FILE = /design/flow/constraint.sdc
export NUM_CORES = 4
export LEC_CHECK = 1
export CORE_AREA = 10 10 70 70
export DIE_AREA = 0 0 80 80
[design/flow/constraint.sdc]
current_design ssdec_ext

set clk_period 3.8
set clk_io_pct 0.2

create_clock -name clk0 -period $clk_period

set non_clock_inputs [all_inputs -no_clocks]
set_input_delay [expr $clk_period * $clk_io_pct] -clock clk0 $non_clock_inputs
set_output_delay [expr $clk_period * $clk_io_pct] -clock clk0 [all_outputs]
[design/flow/design.v]
module ssdec_ext (input logic enable,
                  input logic [4:0] in,
                  output logic [6:0] out);
  logic [6:0] segment [31:0];
  assign segment[5'h10] = 7'b1101111;
  assign segment[5'h11] = 7'b1110110;
  assign segment[5'h12] = 7'b0010000;
  assign segment[5'h13] = 7'b0011110;
  assign segment[5'h14] = 7'b0111000;
  assign segment[5'h15] = 7'b1010100;
  assign segment[5'h16] = 7'b1010000;
  assign segment[5'h17] = 7'b1111000;
  assign segment[5'h18] = 7'b1101110;
  assign segment[5'h19] = 7'b1010011;
  assign segment[5'h1a] = 0;
  assign segment[5'h1b] = 0;
  assign segment[5'h1c] = 0;
  assign segment[5'h1d] = 0;
  assign segment[5'h1e] = 0;
  assign segment[5'h1f] = 0;
  assign segment[5'h0] = 7'b0111111;
  assign segment[5'h1] = 7'b0000110;
  assign segment[5'h2] = 7'b1011011;
  assign segment[5'h3] = 7'b1001111;
  assign segment[5'h4] = 7'b1100110;
  assign segment[5'h5] = 7'b1101101;
  assign segment[5'h6] = 7'b1111101;
  assign segment[5'h7] = 7'b0000111;
  assign segment[5'h8] = 7'b1111111;
  assign segment[5'h9] = 7'b1100111;
  assign segment[5'ha] = 7'b1110111;
  assign segment[5'hb] = 7'b1111100;
  assign segment[5'hc] = 7'b0111001;
  assign segment[5'hd] = 7'b1011110;
  assign segment[5'he] = 7'b1111001;
  assign segment[5'hf] = 7'b1110001;
  assign out = (enable) ? segment[in] : 0;
endmodule
==> flow_metrics.tcl <==
# yosys + openroad results
set metrics [dict create \
    status "finished clean" \
    yosysTopAreaCell "a21oi_1" \
    yosys.area.top_type_share 0.0881 \
    critical-path-max-stage-delay_ns 0.69 \
    worstSetupEndpointType "primary output" \
    syn-cell-area_um2 398 \
    netSwitchingFraction 0.457 \
    vias 464 \
    routed_via_density 4.03 \
    drt_iter0_drc 16 \
    flow.area_growth_from_synthesis_pct 37.7 \
    core.rowCount 21 \
    worst-endpoint-arrival_ns 2.73 \
    timing_max_transition_violations_final 0 \
    critPathRequiredTime_ns 3.04 \
    first_global_vias 385 \
    area_enclosed_by_the_die_boundary_um2 6400 \
    ys_warn_count 2 \
    synth_area_per_cell_um2 6.52 \
    synth.yosys.num_cells 61 \
    grt_antenna_before_repair 0 \
    post_synth_inst_count 61 \
    drt_wl_total_mm 1.19 \
    route.antenna.diode_count 0 \
    globalRouteTotalUtil 0.0365 \
    crit_path_max_fanout 18 \
    top_level_ports 13 \
    cts_repair_resize_count 0 \
    die_boundary_width_um 80 \
    grt.overflow.total 0 \
    dpl_worst_slack_ns 0.304 \
    numPortBuffers 13 \
    pin_count_of_the_biggest_net_entering_global_routing 20 \
    worst-slew-pin-transition_ns 0.546 \
    final_antenna_net_count 0 \
    drt_pre_antenna_iters 4 \
    netlist-cell-type-count 30 \
    synthTopCellsByArea "a21oi_1 (8.8%), buf_4 (7.5%), nor3b_1 (7.5%)" \
    setup_ws_ns 0.306 \
    layout-drive-gt1-share 0.0725 \
    p_leak_uw 0.000187 \
    n_clock_buffer 0 \
    worst_setup_path_start_kind "primary input" \
    cp_cell_sequence "clkdlybuf4s50_1, a21o_1, o221a_1, a2111oi_2, clkdlybuf4s50_1" \
    hold_buffers 0 \
    place.gp.congestion 0.743 \
    slew_headroom 0.635 \
    grt_first_pass_wirelength_mm 2.00 \
    share_comb_of_total_power 1.000 \
    final_period_util 0.919 \
    clkPwrFrac 0 \
    post-route-min-period_ns 3.49 \
    finalHoldViolCount 0 \
    drv.max_cap_violation_count 0 \
    drt-wirelength-per-cell_um 10.3 \
    unrepaired_setup_endpoints_after_global_routing "no" \
    die_height_um 80 \
    final_setup_violation_count 0 \
    slowest_cell_on_the_critical_path "clkdlybuf4s50_1" \
    fp-utilization 0.116 \
    share_seq_of_total_power 0 \
    critical_path_class "primary input to primary output" \
    ys_seq_frac 0 \
    detailed_place_hpwl_um 921 \
    yosysChipArea_um2 398 \
    p_int_uw 31.6 \
    n_sequential_cell 0 \
    critical-path-top-cell-by-count "clkdlybuf4s50_1" \
    drcViolationCount 0 \
    p_switching_uw 26.6 \
    register_area_um2 0 \
    log.warning_count 32 \
    vdd_ir_drop_max_uv 33.6 \
    timing.fmax_mhz 286 \
    power_density_nw_per_um2 106 \
    buffers_inserted_during_post_cts_setup_optimization 0 \
    design.core.area_um2 3420 \
    setup_total_negative_slack_ns 0 \
    worstHoldPathType "primary input to primary output" \
]
-- worst max-delay path, delay by kind of cell --
kind                   cells  cell delay, ns
AND-OR/OR-AND              3            0.77
buffers and inverters      2            1.21
-- per-layer routing --
layer	part of all wire	up-vias	global-route usage	routed length, µm
met4	0	0	0	0
li1	-	245	-	-
met3	0.044	0	0.00682	52
met5	0	-	0	0
met2	0.41	9	0.0498	482
met1	0.55	210	0.0593	654
-- cell usage after synthesis --
cell type  instances
a21oi_1            7
buf_4              4
nand2_1            4
nor3_1             4
nor3b_1            4
o21ai_0            4
buf_2              3
inv_1              3
a211o_1            2
a211oi_1           2
buf_6              2
nand2b_1           2
nor2_1             2
o21ai_1            2
a2111oi_2          1
a21o_1             1
a2bb2oi_1          1
a31oi_1            1
a32o_1             1
and2_1             1
nand3_1            1
nand3b_1           1
nand4b_1           1
nor2b_1            1
o211a_1            1
o211ai_1           1
o221a_1            1
o22a_1             1
o31a_1             1
xor2_1             1
-- layout make-up --
class / count / area (µm²)
Fill cell: 401 / 2870
Timing Repair Buffer: 17 / 160
Inverter: 3 / 11.3
Multi-Input combinational cell: 49 / 319
Tap cell: 46 / 57.6
-- power groups by stage --
stage                 Clock, µW  Combinational (µW)  Sequential, µW
after CTS                     0                58.9               0
final                         0                58.3               0
after global routing          0                65.4               0
-- layout by cell type, fill, tap and decap left out, types with 2 or more instances in the layout --
cell,instances
a211o_1,2
a211oi_1,2
nor3_1,4
nor2_1,2
nand2_1,4
buf_4,4
o21ai_0,4
o21ai_1,2
clkdlybuf4s50_1,13
inv_1,3
nand2b_1,2
nor3b_1,4
a21oi_1,7
-- stage by stage --
stage          instance area (µm²)  cells   util  hold slack [ns]  total power, µW
6_report                       548    115  0.160             2.47             58.3
4_1_cts                        548    115  0.160             2.48             58.9
3_5_place_dp                   548    115  0.160             2.47             58.5
3_3_place_gp                   548    115  0.160             2.48             57.8
5_1_grt                        548    115  0.160             2.53             65.4
2_1_floorplan                  398     61      -             1.58             36.7
-- cells by family (layout without fill, tap and decap cells) --
| kind of cell | count (synthesis) | after routing | share of synthesized area |
|---|---|---|---|
| AND-OR/OR-AND | 27 | 27 | 0.481 |
| buffers and inverters | 12 | 20 | 0.198 |
| AND/OR/NAND/NOR | 21 | 21 | 0.299 |
| XOR/XNOR | 1 | 1 | 0.0220 |
-- path summary, 6_finish.rpt --
| kind | from | end | slack [ns] | depth (start not counted) |
|---|---|---|---|---|
| max | in[1] | out[3] | 0.31 | 5 |
| min | enable | out[5] | 2.47 | 3 |
Power and IR drop assume default switching activity.
